[run.sh]
#!/bin/bash
# OpenROAD 26Q1-2900-gdf79404cd8, Yosys 0.63+post, stock flow scripts
make -C /OpenROAD-flow-scripts/flow DESIGN_CONFIG=/design/flow/config.mk WORK_HOME=/design/flow/orfs finish
[config.mk]
export PLATFORM = sky130hd
export DESIGN_NAME = RAM128x32
export DESIGN_NICKNAME = RAM128x32
export VERILOG_FILES = /design/flow/design.v
export SDC_FILE = /design/flow/constraint.sdc
export NUM_CORES = 4
export LEC_CHECK = 1
export CORE_UTILIZATION = 50
[constraint.sdc]
current_design RAM128x32

set clk_period 63.8
set clk_io_pct 0.2

create_clock -name clk0 -period $clk_period [get_ports {clk}]

set non_clock_inputs [all_inputs -no_clocks]
set_input_delay [expr $clk_period * $clk_io_pct] -clock clk0 $non_clock_inputs
set_output_delay [expr $clk_period * $clk_io_pct] -clock clk0 [all_outputs]
[design.v]
module RAM128x32 
#(
  parameter Data_width = 32,   
            Addr_width = 7   
  )
  (   
    input wire clk,
    input wire we,
    input wire [(Addr_width-1):0] address, 
    input wire [(Data_width-1):0] d,
    output wire [(Data_width-1):0] q
  );
reg [(Data_width-1):0] RAM [0:(2**Addr_width-1)];
always @(posedge clk) begin
  if (we) begin
    RAM[address] <= d;
  end
end
assign q = RAM[address];
endmodule
==> results.txt <==
Entry: Yosys synthesis followed by OpenROAD place and route.

Routing:
- The run puts the DRC violation count after routing at 0.
- The run puts the remaining antenna violation count after routing at 0.
- The run gives the aggregate routed wire length as 571 mm.
- The run gives the detailed-route wire length per cell as about 41 um.
- The run gives the via density per instance as 6.87.
- The violation tally recorded at the end of detailed-routing iteration 0 is 7724.
- The run gives the via count as 95000.
- The run puts the detailed-routing iteration count for the pre-antenna-repair pass at 8.

Pwr:
- The run gives the worst-case vdd ir drop as 0.0259 mV.
- The run gives the total leakage power as 55.1 nW.
- The run puts the cell area power density at 32.3 nW/um2.
- Registers are responsible for roughly 52% of the overall power.
- The run puts the switching part of the total power at 22.8%.
- The power report lists cell-internal power as 4.45 mW.
- For this design the total switching power over the nets is about 1.3 mW.
- The run gives the portion of total power attributed to combinational logic as approximately 6.4%.
- The run puts the portion of total power attributed to the clock network at 42.0%.

Setup path:
- OpenSTA lists the critical path endpoint as q[4].
- STA classifies the critical path startpoint as an input port.
- In this run the worst setup path begins at address[4].
- The run gives the maximum net fanout on the critical path as between 40 and 50.
- In the setup report, the worst path falls into the class in2out.
- The run gives the critical path capture point type as an output port.
- STA puts the critical path data required time at about 51 ns.
- At the worst endpoint, the arrival time is 20.49 ns.

STA:
- The run puts the accumulated negative setup slack at 0 ns.
- The final timing report derives a shortest allowable period of 33.25 ns.
- The run puts the final tally of setup violations at 0.
- Hold-check failures listed in the final report amount to 0.
- The run gives the worst-case headroom to the max-slew limit as -24.9%.
- Setup repair after global routing left no endpoint under its margin.
- The run puts the tightest hold margin at approximately 12 ns.
- The run gives the post-layout period usage of the worst path as 52.1%.
- In this build the clock could be raised as far as around 0.030 GHz.
- The worst path meets setup with 30.55 ns of slack.
- At the pin with the least slew margin, the transition time is 1.87 ns.
- The run puts the max-slew violation count at 57.

Floorplan:
- The run puts the floorplan core density at 50.3%.
- The run gives the chip height as 562 um.
- The floorplan has approximately 200 rows.
- The run gives the top-level I/O count as between 70 and 80.
- The core region is 312000 um2.
- The run gives the floorplan die width as 562 um.
- According to the floorplan report, the total die area is between 300000 and 400000 um2.

Synthesis:
- After synthesis, the largest family of logic cells by area is AND-OR/OR-AND gates.
- The run puts the area fraction in full adders, half adders and majority gates at 0%.
- The run gives the area share of and/or/nand/nor cells after synthesis as 2.74%.
- The run gives the parity-gate share of the synthesized area counting xor and xnor cells as 0%.
- The run gives the number of synthesized flops with an enable pin as approximately 4100.
- In the Yosys stats the netlist draws on 75 distinct library cells.
- The warning tally printed by Yosys for this design is 1.
- For this run, the leading register cell type out of synthesis is edfxtp_1.
- Sequential cells were found to cover between 70% and 80% of the synthesized design area.
- The run gives the total of flip-flops plus latches after synthesis as 4096.
- The run gives the area of the synthesized netlist per yosys stat as ~160000 um2.
- The run gives the cell count after synthesis as 8922.
- The run puts the synthesized area divided by synthesized cell count at 17.6 um2.
- The run gives the area share of and-or/or-and cells after synthesis as 12.9%.
- The number of cells reported by Yosys stat comes to 8922.
- The run gives the area of the mapped netlist as 157000 um2.
- The run gives the share of flip-flops with an asynchronous set or reset as 0%.
- The run puts the multiplexer area fraction after synthesis at approximately 3.8%.

CTS:
- The run gives the clock-pin slew reported for the worst setup and hold paths after clock tree synthesis as 0.06 ns.
- Looking at the clock tree report, the H-tree level count equals 5.
- The run gives the number of buffers inserted during clock tree synthesis as 415.
- The run gives the CTS tree as built.
- The run gives the count of cells resized by post-cts repair as 0.
- The post-CTS hold buffer count recorded in the log is 0.
- The run gives the number of buffers added for setup after CTS as 0.
- The run puts the clock net sink count at 4096.
- The tree is rooted in a clkbuf_16.
- Counting along the longest clock path gives a buffer depth of 4.

Layout:
- The top cell type in the final layout, fill and taps aside, is edfxtp_1.
- The run puts the sequential standard cell area at 123000 um2.
- The registers reported with the highest flop counts are RAM (4096).
- The run puts the relative area change from synthesis to final layout at 14.0%.
- In the layout the commonest cells are edfxtp_1, a221oi_1, buf_4.
- The run gives the post-route core utilization as 57.3%.
- The post-route netlist has 17.9% of its cells at a drive strength greater than 1.
- The register with the most flip-flops in the layout has roughly 4100 of them.
- The run gives the logic area as 31600 um2.
- Per the layout report, the design carries 22500 filler cells.
- The run puts the number of standard cells in the layout, taps in and fillers out at 13800.
- The largest register by flop count is RAM.

Run:
- The run puts the OpenROAD warning count at 26.
- Max-cap violations in this run came to 6.

Global routing:
- The run gives the global-route congestion overflow total as 0.
- The run puts the number of global-route vias before repair at 99000.
- The run gives the combined global-route utilization of all metal layers as 40.8%.
- The number of antenna violations at the first check in global routing is 48.
- The run gives the pin count of the biggest net entering global routing as a little over 90.
- The run gives the first-pass GRT wire length as 781 mm.

Hold path:
- According to the hold report, the worst path is of the in2reg type.

Placed design:
- After detailed placement, the design holds a cell count of 12900.
- The run puts the total half-perimeter wirelength after legalization and detailed placement at 340 mm.
- The run puts the weighted congestion reported at the end of routability-driven placement at 0.983.
- Before CTS, the worst setup slack after placement is 31.41 ns.
- Port buffering added 72 buffers.

Outcome:
- The final reports fail on capacitance limit, slew limit.
- The run finished, with violations left.
## area by class of cell
| cell class | instances | share of cell area (%) |
|---|---|---|
| tap | 4140 | 2.90 |
| timing repair buffer | 605 | 2.68 |
| sequential | 4096 | 68.9 |
| clock inverter | 264 | 1.56 |
| clock buffer | 499 | 6.02 |
| multi-input combinational | 4092 | 17.7 |
| antenna | 118 | 0.165 |
| inverter | 7 | 0.0280 |
## synthesized netlist by cell type, types with 31 or more instances
cell type / number / area, um2
a211oi_1: 43 / 323
mux2i_1: 127 / 1270
a22o_1: 43 / 377
o22a_1: 31 / 272
a22oi_1: 468 / 3510
a221o_1: 64 / 641
nor2b_1: 108 / 676
mux2_2: 277 / 3120
a21oi_1: 425 / 2130
nand2_1: 241 / 905
a222oi_1: 44 / 440
buf_1: 135 / 507
o221ai_1: 49 / 429
o21ai_0: 324 / 1620
a221oi_1: 847 / 7420
nor2_1: 290 / 1090
nor3_1: 43 / 215
nand3b_1: 31 / 233
clkbuf_1: 324 / 1220
o22ai_1: 170 / 1060
edfxtp_1: 4096 / 123000
mux4_2: 70 / 1580
buf_2: 239 / 1200
## metal layers
metal  global-route usage [%]  part of all wire, %
met3                     38.8                   23
met5                     14.8                 0.78
met1                     44.3                   28
met2                     52.0                   42
met4                     20.1                  6.6
## critical path, stage by stage
cell and delay (ns):
buf_4 0.47, buf_4 0.52, buf_4 0.65, nand2b_4 0.70, buf_12 0.43, nor2_1 0.24
a2111o_1 0.50, a211oi_1 1.33, o2111ai_1 1.18, or4b_1 1.04, clkdlybuf4s50_1 0.49
## metrics by stage
step           power [mW]  area (um2)
2_1_floorplan        3.18      157000
3_3_place_gp         3.38      165000
3_5_place_dp         3.38      165000
4_1_cts              5.76      178000
5_1_grt              5.89      178000
6_report             5.76      178000
## how the worst min path moves through the flow
stage / start / end / cells past startpoint
finish: d[1] / RAM[120][1]$_DFFE_PP_ / 1
CTS: d[1] / RAM[120][1]$_DFFE_PP_ / 1
global route: d[1] / RAM[125][1]$_DFFE_PP_ / 1
## cell families (layout without fill, tap and decap cells)
family,after synthesis,in the layout
buffers and inverters,734,1375
and+or+nand+nor,885,885
AOI/OAI and AO/OA,2731,2731
other,0,118
DFF,4096,4096
muxes,476,476
## power groups by stage
stage     Combinational [mW]  Sequential, mW  Clock (mW)
6_report               0.368            2.97        2.42
5_1_grt                0.378            2.97        2.54
4_1_cts                0.353            2.97        2.44
Power and IR drop assume default switching activity.
