<file path="./run.sh">
#!/bin/bash
# OpenROAD 26Q1-2900-gdf79404cd8, Yosys 0.63+post, stock flow scripts
make -C /OpenROAD-flow-scripts/flow DESIGN_CONFIG=/design/flow/config.mk WORK_HOME=/design/flow/orfs finish
</file>
<file path="./config.mk">
export PLATFORM = sky130hd
export DESIGN_NAME = ALU
export DESIGN_NICKNAME = ALU
export VERILOG_FILES = /design/flow/design.v
export SDC_FILE = /design/flow/constraint.sdc
export NUM_CORES = 4
export LEC_CHECK = 1
export CORE_UTILIZATION = 30
</file>
<file path="./constraint.sdc">
current_design ALU

set clk_period 26.3
set clk_io_pct 0.2

create_clock -name clk0 -period $clk_period

set non_clock_inputs [all_inputs -no_clocks]
set_input_delay [expr $clk_period * $clk_io_pct] -clock clk0 $non_clock_inputs
set_output_delay [expr $clk_period * $clk_io_pct] -clock clk0 [all_outputs]
</file>
<file path="./design.v">
module ALU ( 
  input [2:0] Op_code,
  input [31:0] A, B,
  output reg [31:0] Y
);
reg [31:0] x;
always @(A or B or Op_code) begin
case (Op_code )
3'b000:
x<=A;
3'b001:
x<= A +  B;
3'b010:
x<=A-B;
3'b011:
x<=A  & B;
3'b100:
x<=A|B;
3'b101:
x<=A+1;
3'b110:
x<=A-1;
3'b111:
x<=B;
default : 
x<=4'bzzzz;
endcase
end
assign Y = x;
endmodule
</file>
==> flow_summary.json <==
{
  "postCtsHoldBufs": 0,
  "die_w_um": 111,
  "drc_errors": 0,
  "top_area_cell": "ha_1",
  "chipHeight_um": 111,
  "synthMuxAreaShare_pct": 2.69,
  "postLayoutCellArea_sq_um": 4630,
  "netlist_area_sq_um": 3530,
  "post-route-period-util_pct": 61.8,
  "gp_congestion": 1.02,
  "top_area_share_pct": 11.3,
  "grtUsageTotal_pct": 21.5,
  "slew_headroom_pct": 36.5,
  "ff_count": 0,
  "ys_types": 69,
  "ios": 99,
  "worst_ep_arrival_time_ps": 10980,
  "top_cell": "nand2_1",
  "compound_area_share_pct": 41.0,
  "worstHoldPathType": "in2out",
  "cap_violations": 0,
  "port_buffers": 99,
  "initCoreUtil_pct": 30.8,
  "top_logic_kind": "AND-OR/OR-AND gates",
  "hold_start": "A[5]",
  "dp_cells": 750,
  "rsz0062_at_grt": "false",
  "antenna_found_initial": 0,
  "area_leaders": "ha_1 11%, xnor2_1 8.2%, nand2_1 7.8%, a221oi_1 7.7%, a21oi_1 7.5%",
  "startpoint": "Op_code[0]",
  "dp_slack_ps": 10150,
  "postCtsSetupBuffers": 0,
  "ys_sh_adder_pct": 11.9,
  "status": "complete, no violations",
  "grt_pass1_wl_um": 21400,
  "synth.cellmix.simpleShare_pct": 25.3,
  "overflow": 0,
  "synth_warnings": 3,
  "grt_max_degree": 42,
  "dieArea_sq_um": 12200,
  "pwr-share-clk_pct": 0,
  "clkbuf_count": 0,
  "crit_type": "in2out",
  "setup_tns_ps": 0,
  "syn_to_final_growth_pct": 31.0,
  "dp_hpwl_um": 10300,
  "xor_area_share_pct": 13.1,
  "switching_share_pct": 49.2,
  "drive_gt1_share_pct": 5.93,
  "cts_resized": 0,
  "ys_seq_share_pct": 0,
  "routed_wirelength_um": 13200,
  "end_kind": "output port",
  "p_int_w": 0.0000624,
  "fillCellCount": 1142,
  "cp_max_fo": 41,
  "grt_pass1_vias": 4079,
  "finalWorstSetupSlack_ps": 10060,
  "yosys_area_sq_um": 3530,
  "switching_power_w": 0.0000605,
  "viasPerCell": 5.80,
  "rows": 39,
  "leakagePower_nw": 1.75,
  "combGateArea_sq_um": 3320,
  "holdWs_ps": 11460,
  "p_per_area_nw_per_um2": 26.6,
  "avgSynthCellArea_sq_um": 6.62,
  "setup_viol": 0,
  "worst_setup_path_start_kind": "primary input",
  "tool_warnings": 32,
  "period_minus_slack_ps": 16240,
  "seq_area_sq_um": 0,
  "dpl_cell_area_sq_um": 4630,
  "wl_per_cell_um": 17.5,
  "synthTopCellsByCount": "73 x nand2_1, 53 x a21oi_1, 42 x o21ai_0",
  "drt_pass1_iterations": 5,
  "combPwrFrac_pct": 100.0,
  "yosys-stat-cells": 534,
  "syn_inst": 534,
  "ant_nets": 0,
  "p_seq_share_pct": 0,
  "core_area_sq_um": 11500,
  "n_antenna_cell": 0,
  "finalHoldViolations": 0,
  "layoutNonFillerInstCount": 750,
  "drt_iter0_drc": 337,
  "drv_slew": 0,
  "max_freq_mhz": 61.6,
  "num_vias": 4351,
  "worst_pin_slew_ps": 928,
  "ir_worst_vdd_uv": 13.4,
  "worstPathRequired_ps": 21040
}
-- cell usage in the layout, fill, tap and decap left out, types with 3 or more instances in the layout --
master,netlist,final
nor2b_1,3,3
o21bai_1,4,4
a211oi_1,5,5
and3_1,3,3
a22oi_1,7,7
a221oi_1,31,31
a21oi_1,53,53
o21a_1,10,10
clkdlybuf4s50_1,0,99
nor2_1,30,29
o21ai_0,42,42
ha_1,32,32
o22ai_1,4,4
a31o_2,3,3
o211ai_1,3,3
nand2_1,73,73
buf_4,0,8
mux2_2,4,4
nand2b_1,6,6
or3_1,9,9
a311oi_1,4,4
mux2i_1,5,5
nor2_2,4,5
nand4_1,5,5
a21o_1,13,13
xor2_1,20,20
xnor2_1,33,33
nor3_1,11,11
inv_1,19,19
a21boi_0,4,4
nand3_1,4,4
a221o_1,7,7
a31oi_1,3,3
-- power groups by stage --
stage	clock network [W]	registers, W	logic (W)
after CTS	0	0	0.000122
after global routing	0	0	0.000136
final	0	0	0.000123
-- final cells by class --
class	instances	area share, %
multi-input combinational	480	71.8
inverter	20	1.62
timing repair buffer	107	22.7
tap	143	3.86
-- per-layer routing --
layer	part of all wire [%]	global-route usage [%]	vias to the layer above
met3	7.8	3.47	17
met2	44	33.8	176
li1	-	-	2174
met1	47	31.4	1984
met4	1.6	3.38	0
met5	0	0	-
-- path summary, 6_finish.rpt --
check,end,slack [ps],cells after the start
worst min-delay path,Y[5],11460,4
worst max-delay path,Y[23],10060,19
-- cell families after synthesis --
| family | count (synthesis) |
|---|---|
| compound gates | 211 |
| mux | 9 |
| fa+ha+maj | 33 |
| buf+inv | 54 |
| simple gates | 174 |
| xor+xnor | 53 |
-- stage by stage --
step	power, W	util [%]
after floorplan	0.0000724	-
after global placement	0.000122	40.4
after detailed placement	0.000121	40.4
after CTS	0.000122	40.4
after global routing	0.000136	40.4
final	0.000123	40.4
-- worst max-delay path, cell delays in order --
cell	delay, ps
clkdlybuf4s50_1	460
buf_4	380
inv_1	180
nand2_1	100
buf_4	410
nor2_2	240
buf_4	260
a221oi_1	330
ha_1	350
a211oi_1	270
nor2_1	100
o41a_1	340
a221oi_1	460
a21boi_0	270
o21a_1	220
o21ai_0	160
mux2_2	360
a221oi_1	290
clkdlybuf4s50_1	510
No activity file was given, so power comes from the tool's default toggle rates.
